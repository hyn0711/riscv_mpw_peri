File: flow/design.v
module output_buffer_read_mode (
    input logic                 clk_i,
    input logic                 rst_ni,
    input logic [1023:0]        pim_output_i,  
    input logic                 read_mode_buf_w_en_i,       
    input logic                 read_load_en_i,
    input logic [8:0]           col_addr9_i,
    output logic [31:0]         read_mode_encoder_o
);
    logic [3:0] buf_reg;
    logic [6:0] num_adc;
    assign num_adc = col_addr9_i[8:2];
    logic [7:0] output_8b;
    assign output_8b = pim_output_i[1023 - 8 * num_adc -: 8];
    logic [3:0] enc_output;
    always_comb begin
        enc_output = '0;
        case (output_8b)
            8'b00000000 : enc_output = 4'd9;
            8'b10000000 : enc_output = 4'd9;
            8'b11000000 : enc_output = 4'd6;
            8'b11100000 : enc_output = 4'd6;
            8'b11110000 : enc_output = 4'd4;
            8'b11111000 : enc_output = 4'd3;
            8'b11111100 : enc_output = 4'd2;
            8'b11111110 : enc_output = 4'd1;
            8'b11111111 : enc_output = 4'd0;
            default: enc_output = '0;
        endcase
    end
    always_ff @(posedge clk_i or negedge rst_ni) begin
        if (!rst_ni) begin
            buf_reg <= '0;
        end else begin
            if (read_mode_buf_w_en_i) begin
                buf_reg <= enc_output;
            end else begin
                buf_reg <= buf_reg;
            end
        end
    end
    always_comb begin
        if (read_load_en_i) begin
            read_mode_encoder_o = {28'b0, buf_reg};
        end else begin
            read_mode_encoder_o = '0;
        end
    end
endmodule
File: flow/run.sh
#!/bin/bash
# OpenROAD 26Q1-2900-gdf79404cd8, Yosys 0.63+post, stock flow scripts
make -C /OpenROAD-flow-scripts/flow DESIGN_CONFIG=/design/flow/config.mk WORK_HOME=/design/flow/orfs finish
File: flow/config.mk
export PLATFORM = sky130hd
export DESIGN_NAME = output_buffer_read_mode
export DESIGN_NICKNAME = output_buffer_read_mode
export VERILOG_FILES = /design/flow/design.v
export SDC_FILE = /design/flow/constraint.sdc
export NUM_CORES = 4
export LEC_CHECK = 1
export CORE_AREA = 10 10 411 411
export DIE_AREA = 0 0 421 421
File: flow/constraint.sdc
current_design output_buffer_read_mode

set clk_period 1.4
set clk_io_pct 0.2

create_clock -name clk0 -period $clk_period [get_ports {clk_i}]

set non_clock_inputs [all_inputs -no_clocks]
set_input_delay [expr $clk_period * $clk_io_pct] -clock clk0 $non_clock_inputs
set_output_delay [expr $clk_period * $clk_io_pct] -clock clk0 [all_outputs]
==> run summary <==
The synthesis and place-and-route flow finished, so here is a summary.

The combinational cell area excluding buffers and inverters is roughly 9500 um^2. Hold-check failures listed in the final report amount to 0. The clock tree skew after final layout is 0 ps. The flow reported a cell area power density of around 430 nW/um^2. The height of the die came out at 421 um.

The share of the cycle needed by the critical path after routing is 232%. The post-synthesis cell type with the largest combined area is mux4_2. In the synthesized netlist the dominant register cell turns out to be dfrtp_1.

Across all stage logs, warnings added up to 30. The overall global routing resource usage is between 10% and 20%. The detailed router used layers up to and including met5. The total via count after detailed routing came out at about 15000. The detailed-route wire length on metal 1 is 56800 um. The arrival time at the worst endpoint is between 3000 and 4000 ps. Setup repair after global routing could not meet its margin everywhere. The first-pass iteration count of the detailed router is 5. The final critical-path setup slack came out at -1850 ps.

The summed negative setup slack over all endpoints is -7590 ps. The number of H-tree levels came out at 1. The sequential standard cell area came out at roughly 100 um^2. The register with the most flip-flops in the layout has 4 of them.

The peak per-stage delay on the critical path came out at between 500 and 600 ps. STA reports the tightest min-delay check as being of type input pin to asynchronous set/reset pin. The end of the worst register-to-register path is buf_reg[1].

The maximum fanout along the worst path is 27. The post-synthesis to final-layout area growth is 169%. Per the post-route antenna check, the number of violating nets is 0. STA lists the startpoint of the worst register-to-register path as buf_reg[1].

The flow ran to the end, but the final reports show violations. In this run the full chip footprint comes out at 177000 um^2. Entering global routing, the biggest net connects 28 pins. The global-route wire length before repair came out at between 150000 and 200000 um. The share of synthesized area occupied by flip-flops and latches came out at under 10%. For this design the static power due to leakage is 0.00928 uW. By instance count, the leading cell after synthesis is mux4_2. The sum of met3 wire segment lengths after detailed routing came out at between 9000 and 10000 um.

The top cell type's share of synthesized area is around half. Per the final layout report, the fraction of cells sized above drive strength 1 comes to between 30% and 40%. The number of antenna violations at the first check in global routing is around 73. The worst setup path is launched from an input pin.

The number of buffers between clock root and the deepest sink came out at 2. Sorting the synthesized cells by how often they occur yields 213 x mux4_2, 118 x nand2_1, 54 x buf_4. After synthesis the cells add up to just under 10000 um^2.

The post-synthesis chip area from yosys is between 9000 and 10000 um^2. Using the TritonRoute via totals, the vias-per-cell ratio works out to around 3.4. On the final layout, the worst hold slack is 277 ps. The total DRC errors in the routed layout is 0. In this build the clock could be raised as far as just over 300 MHz. The placer's final routability congestion estimate came out at between 1 and 1.5.

The run reported a max-capacitance violation count of 0. The routed wire length on met2 came out at 69900 um. The required time of the critical path is 1510 ps.

The time the final worst path needs with I/O delays and setup is 3250 ps. The x dimension of the die is between 400 and 500 um. The number of primary I/O pins came out at about 1100. The transition time of the tightest slew-check pin came out at approximately 680 ps. Listed in order, past its start point the critical path passes buf_12 -> inv_6 -> ha_4 -> xnor2_4 -> buf_12 -> buf_12 -> buf_4 -> nand2_1 -> a32oi_1 -> and3_1 -> or4_4 -> a211oi_4 -> buf_4 -> nor3b_4 -> a21o_1 -> a22o_1. The worst vdd rail ir drop came out at approximately 0.37 mV. The final reports fail on setup timing. The number of setup violations in the final report is 5.

The core area came out at about 160000 um^2. In the synthesized netlist the async set-or-reset flop fraction comes to around 100%. The slowest stage of the critical path is the or4_4 cell.

The worst setup path is of the input pin to register kind. The final layout contains routed wiring with a total length of around 140000 um. The number of buffers added by the clock tree synthesis step came out at 3.

The critical path endpoint category is a register. Synthesis handed over a netlist of 836 instances. The insertion delay to the later sink of the worst-skew pair came out at 220 ps. The filler cells instantiated in the layout total 17700. Looking at the worst setup and hold paths, the clock pins of their registers show a slew of approximately 30 ps.

The via count of the first global-routing pass came out at between 15000 and 20000. The violation count after the first detailed-routing iteration is roughly 810. According to the floorplan log, the row count is approximately 150.

Yosys attributes the largest share of cell area to mux4_2 49%, mux4_1 9.1%, mux2i_1 5.1%, nand2_1 4.5%, buf_4 4.1%. The TritonCTS clock tree is built. Among the stages of the critical path, the cell type that occurs most often is buf_12.

The pre-CTS setup slack came out at -3330 ps. The starting density of the core came out at under 10%. The number of cell instances on the worst register-to-register path is 2. Per the CTS log, the root buffer master is clkbuf_16. The mean post-synth cell area came out at roughly 12 um^2.

The completed layout was analyzed and its total power is 11300 uW. Per the synthesis report, the number of distinct cell types is around 87. The number of flops mapped to enable cells by yosys is 0. The number of cells in the yosys synthesis report is 836. The number of sinks handled by clock tree synthesis came out at 4. The global route total overflow came out at 0. Pins over their slew limit in the final report were tallied at 0. The timing report gives the worst reg2reg path a setup slack of between 400 and 500 ps. After synthesis the netlist holds a flip-flop and latch count of 4.

Warnings reported by Yosys during synthesis add up to 1. The mean routed wirelength per cell came out at between 30 and 40 um. Once detailed placement completed, the half-perimeter wirelength came to about 130000 um. The headroom to the max-slew limit came out at ~53%. The count of buffers from port buffering is 1038.
[cells in the final DEF (no fill, tap or decap), drive strengths merged, types with 12 or more instances in the layout]
master	n
clkdlybuf4s50	1028
buf	326
mux4	247
nand2	119
mux2i	50
conb	28
nor2	27
nand3	25
diode	16
a21oi	14
a32oi	13
o21ai	13
nor3	12
[worst max-delay path, delay by kind of cell]
kind	cells	cell delay, ps
compound gates	4	780
xor+xnor	1	160
buf+inv	6	910
simple gates	4	990
fa+ha+maj	1	180
[logic make-up after synthesis]
logic type / count (synthesis) / share of synthesized area, %
mux: 308 / 64.4
compound gates: 148 / 12.4
fa+ha+maj: 1 / 0.128
other cells: 1 / 0.0383
buf+inv: 133 / 9.95
xor+xnor: 8 / 0.868
flops: 4 / 1.02
simple gates: 233 / 11.1
[routing by layer]
metal / track usage [%] / vias to the layer above
met5: 0 / -
met4: 2.21 / 16
met3: 4.12 / 144
met2: 26.7 / 787
met1: 19.5 / 7447
li1: - / 6153
[cell type report]
cell class                      count  share of cell area, %
Tap cell                         2160                   10.2
Sequential cell                     4                  0.384
Timing Repair Buffer             1364                   52.7
Inverter                            8                  0.133
Antenna cell                       16                  0.152
Clock buffer                        3                  0.285
Multi-Input combinational cell    726                   36.1
[where the power goes]
part           internal, uW  switching [uW]
Sequential              122            10.3
Clock                   364            75.3
Combinational          6160            4560
Total                  6640            4650
[how the worst max path moves through the flow]
stage                     startpoint    endpoint  depth (start not counted)
after CTS             col_addr9_i[2]  buf_reg[2]                         16
after global routing  col_addr9_i[2]  buf_reg[2]                         15
final                 col_addr9_i[2]  buf_reg[1]                         16
[per-stage QoR]
step                      area, um^2  util, %  cells
after CTS                      26000     16.2   4246
after floorplan                10100        -    863
final                          26400     16.5   4281
after detailed placement       24800     15.5   4198
after global placement         24800     15.5   4198
after global routing           26400     16.5   4273
[what timing repair did]
| action | in CTS | in global routing |
|---|---|---|
| hold buffers | 0 | 0 |
| buffers inserted | 42 | 20 |
| setup endpoints to repair | 8 | 5 |
| gates resized | 148 | 51 |
| pin swaps | 36 | 25 |
| gates cloned | 4 | 0 |
Power is estimated from default activity; no workload was simulated.
