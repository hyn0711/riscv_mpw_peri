## flow/design.v

```verilog
module rbr_encoder (
    input logic                 clk_i,
    input logic                 rst_ni,
    input logic [7:0]           output_i,
    output logic [3:0]          rbr_encoder_o
);
    logic [3:0] encoder_rbr;
    always_comb begin
        encoder_rbr = '0;
        case (output_i)
            8'b00000000 : encoder_rbr = 4'd9;
            8'b10000000 : encoder_rbr = 4'd9;
            8'b11000000 : encoder_rbr = 4'd6;
            8'b11100000 : encoder_rbr = 4'd6;
            8'b11110000 : encoder_rbr = 4'd4;
            8'b11111000 : encoder_rbr = 4'd3;
            8'b11111100 : encoder_rbr = 4'd2;
            8'b11111110 : encoder_rbr = 4'd1;
            8'b11111111 : encoder_rbr = 4'd0;
            default: encoder_rbr = '0;
        endcase
    end
    assign rbr_encoder_o = encoder_rbr;
endmodule
```

## flow/run.sh

```bash
#!/bin/bash
# OpenROAD 26Q1-2900-gdf79404cd8, Yosys 0.63+post, stock flow scripts
make -C /OpenROAD-flow-scripts/flow DESIGN_CONFIG=/design/flow/config.mk WORK_HOME=/design/flow/orfs finish
```

## flow/config.mk

```make
export PLATFORM = sky130hd
export DESIGN_NAME = rbr_encoder
export DESIGN_NICKNAME = rbr_encoder
export VERILOG_FILES = /design/flow/design.v
export SDC_FILE = /design/flow/constraint.sdc
export NUM_CORES = 4
export LEC_CHECK = 1
export CORE_AREA = 10 10 70 70
export DIE_AREA = 0 0 80 80
```

## flow/constraint.sdc

```tcl
current_design rbr_encoder

set clk_period 2.4
set clk_io_pct 0.2

create_clock -name clk0 -period $clk_period

set non_clock_inputs [all_inputs -no_clocks]
set_input_delay [expr $clk_period * $clk_io_pct] -clock clk0 $non_clock_inputs
set_output_delay [expr $clk_period * $clk_io_pct] -clock clk0 [all_outputs]
```

==> run_results.csv <==
group,metric,value,unit
route,drtAntennaViolNets,0,
placement,dp_cells,72,
final_timing,hold_viol,0,
final_layout,clockBufferCount,0,
worst_setup_path,path_buffers,2,
final_timing,fmax,0.433,GHz
synth,synth_area_per_cell,7.89,um2
die,fp_util,3.00,%
final_layout,drive_gt1_share,42.3,%
route,wl_per_cell,7.92,um
synth,simple_gate_area_share,73.2,%
die,die_width,80,um
route,met1Wirelength,269,um
worst_setup_path,crit_chain,"dlygate4sd2_1 -> nor4_4 -> nand3_2 -> a21oi_2 -> clkdlybuf4s50_1",
run,maxCapViolCount,0,
route,wirelength,578,um
cts,cts_setup_buffers,0,
synth,ys_seq_share,0,%
synth,yosys.cell_types.count,13,
placement,place_congestion,0.606,
final_layout,final_cells,73,
placement,hpwlAfterDp,512,um
worst_setup_path,slowest_delay,0.48,ns
pwr,vdd.ir_drop.worst,0.00000965,V
grt,grt_overflow,0,
worst_setup_path,cp-start-kind,"input pin",
worst_setup_path,crit_type,"in -> out",
die,io_pins,14,
final_timing,tightest_slew,0.300,ns
run,warnings,34,
route,drt_iter0_markers,11,
die,rows,21,
synth,yosys-stat-area,103,um2
route,first_pass_iters,2,
route,dr_wl_met2,247,um
route,vias,162,
synth,netlist_instances,13,
min_path,hold_class,"in -> out",
final_layout,ff_count,0,
die,coreArea,3420,um2
grt,track_usage,1.71,%
route,wl_met3,60,um
final_layout,area_growth,212,%
worst_setup_path,critical_path.slowest_cell,"clkdlybuf4s50_1",
synth,mux_share,0,%
route,avgViaCountPerCell,2.22,
worst_setup_path,cp.required,1.92,ns
die,die_y,80,um
final_timing,rsz0062_at_grt,"no",
placement,numPortBuffers,12,
synth,synth_adder_area_share,0,%
final_layout,fillCellCount,410,
synth,ys_cells,13,
final_timing,relSlewSlack,79.8,%
grt,grt_pass1_wl,910,um
worst_setup_path,crit_arrival,1.83,ns
synth,ys_top_logic_family,"simple AND/OR/NAND/NOR gates",
pwr,leakage,0.129,nW
route,drc_errors,0,
die,chipArea,6400,um2
final_timing,final_max_slew_viol_count,0,
synth,yosys_warnings,1,
route,top_layer_used,"met3",
worst_setup_path,worstPathMaxFanout,3,
status,status,"finished clean",
pwr,power.density,77.8,nW/um2
final_layout,regArea,0,um2
grt,antenna_found_initial,1,
placement,place_area,288,um2
final_timing,setup_viol,0,
final_timing,period_minus_slack,2.31,ns
synth,synth.cell_area,103,um2
synth,xor_share,0,%
grt,grt_pass1_vias,165,
cts,hold_buffers,0,
final_layout,design_area,320,um2
worst_setup_path,endpoint_kind,"output port",
grt,grt_max_degree,5,
worst_setup_path,path_delay_family,"buffers and inverters",
final_timing,finalCritPeriodShare,96.2,%
synth,yosys.area_share.aoi,23.2,%
-- cells in the mapped netlist --
cell type	number	area, um2
a21oi_1	1	5.00
a22oi_1	1	7.51
and2_2	1	7.51
and4b_1	1	10.0
and4bb_2	1	12.5
inv_1	1	3.75
nand2_1	1	3.75
nand3_1	1	5.00
nand3_2	1	10.0
nor3_1	1	5.00
nor4_4	1	21.3
o21ai_0	1	5.00
o22ai_1	1	6.26
-- logic make-up after synthesis --
group | Yosys count
simple gates | 8
compound gates | 4
buf+inv | 1
-- through the flow --
| step | setup WS [ns] | util (%) | power [mW] | TNS, ns | hold slack (ns) |
|---|---|---|---|---|---|
| finish | 0.0913 | 9.38 | 0.0249 | 0 | 1.41 |
| global route | 0.00873 | 9.38 | 0.0271 | 0 | 1.46 |
| CTS | 0.000334 | 8.64 | 0.0240 | 0 | 1.73 |
| detailed placement | -0.189 | 8.42 | 0.0263 | -0.528 | 1.94 |
| global placement | -0.145 | 8.42 | 0.0256 | -0.412 | 1.93 |
| floorplan | 0.944 | - | 0.00439 | 0 | 0.985 |
-- power by group --
part | internal [mW] | leakage, nW | total [mW] | switching [mW]
logic | 0.0131 | 0.129 | 0.0249 | 0.0118
registers | 0 | 0 | 0 | 0
clock network | 0.0000000557 | 0.00000634 | 0.0000000557 | 0
-- area by class of cell --
cell class	count	area (um2)	area share (%)
antenna	1	2.50	0.781
inverter	1	3.75	1.17
multi-input combinational	12	128	39.8
tap	46	57.6	18.0
timing repair buffer	13	129	40.2
-- worst paths after layout --
path | startpoint | end | slack, ns | cells past startpoint
min | output_i[7] | rbr_encoder_o[1] | 1.41 | 4
max | output_i[0] | rbr_encoder_o[2] | 0.09 | 5
-- per-layer routing --
metal | up-vias | track usage, %
met5 | - | 0
met4 | 0 | 0
met3 | 0 | 0.795
met2 | 6 | 2.73
met1 | 75 | 2.18
li1 | 81 | -
-- layout by cell type (no fill, tap or decap) --
master	synthesis	layout
a22oi_2	0	1
a21oi_2	0	1
and2_2	1	1
clkdlybuf4s50_1	0	3
inv_1	1	1
and4b_1	1	1
o22ai_2	0	1
dlymetal6s2s_1	0	3
nand3_2	1	2
dlygate4sd2_1	0	5
diode_2	0	1
and4bb_2	1	1
buf_4	0	1
nor4_4	1	1
nand2_1	1	1
clkdlybuf4s15_1	0	1
o21ai_2	0	1
nor3_2	0	1
-- repair_timing --
action	4_1_cts	5_1_grt
resized	10	7
pin swaps	4	3
setup endpoints to repair	4	4
No activity file was given, so power comes from the tool's default toggle rates.
