==> design.v <==
module accum_buffer (
    input logic                 clk_i,
    input logic                 rst_ni,
    input logic                 accum_buf_write_en_i,
    input logic [19:0]          shifter_output_i,
    input logic                 accum_buf_read_en_i,
    output logic [31:0]         accum_buf_output_o
);
    logic [31:0] buf_reg;
    always_ff @ (posedge clk_i or negedge rst_ni) begin
        if (!rst_ni) begin
            buf_reg <= '0;
        end else begin
            if (accum_buf_write_en_i) begin
                buf_reg <= buf_reg + shifter_output_i;
            end else if (accum_buf_read_en_i) begin
                buf_reg <= '0;
            end else begin
                buf_reg <= buf_reg;
            end
        end
    end
    always_comb begin
        if (accum_buf_read_en_i) begin  
            accum_buf_output_o = buf_reg;
        end else begin
            accum_buf_output_o = '0;
        end
    end
endmodule
==> run.sh <==
#!/bin/bash
# OpenROAD 26Q1-2900-gdf79404cd8, Yosys 0.63+post, stock flow scripts
make -C /OpenROAD-flow-scripts/flow DESIGN_CONFIG=/design/flow/config.mk WORK_HOME=/design/flow/orfs finish
==> config.mk <==
export PLATFORM = sky130hd
export DESIGN_NAME = accum_buffer
export DESIGN_NICKNAME = accum_buffer
export VERILOG_FILES = /design/flow/design.v
export SDC_FILE = /design/flow/constraint.sdc
export NUM_CORES = 4
export LEC_CHECK = 1
export CORE_UTILIZATION = 50
==> constraint.sdc <==
current_design accum_buffer

set clk_period 15.6
set clk_io_pct 0.2

create_clock -name clk0 -period $clk_period [get_ports {clk_i}]

set non_clock_inputs [all_inputs -no_clocks]
set_input_delay [expr $clk_period * $clk_io_pct] -clock clk0 $non_clock_inputs
set_output_delay [expr $clk_period * $clk_io_pct] -clock clk0 [all_outputs]
==> Slide: Implementation Results <==
Key Metrics from the Run

Power
  – Net Sw Power: 0.000210 W
  – Gate power share: 59.5%
  – Pint: 0.000281 W
  – Switch share: 42.7%
  – Pwr dens: 141 mW/mm2
  – Flop pwr share: 26.4%
  – Max rail drop VDD: 0.0793 mV
  – Leakage: 1.50 nW
  – Power Total: 0.000491 W
  – Clock network fraction of total power: 14.0%

STA
  – Slew Limit Headroom: 56.3%
  – Final period util: 51.2%
  – RSZ-0062 raised after global routing: no
  – Fmax: 125 MHz
  – Measured slew at the worst slew-check pin: 0.653 ns
  – Max-slew violations: 0
  – Final Hold Viols: 0
  – Clk_skew: 0.0106 ns
  – Final setup violation count: 0
  – Post-layout minimum cycle time: 7.99 ns
  – Setup TNS: 0 ns

Route
  – Final antenna-violating net count: 0
  – DR DRC count: 0
  – Via count: 2602
  – Via density: 5.74
  – DRT iter0 DRCs: 135
  – Pre-antenna DRT Iters: 4
  – Final antenna diode count: 0
  – Final wirelength: 6570 um
  – DR WL/cell: 14.5 um

Global routing
  – Largest net degree at the start of global routing: 48
  – Initial antenna violation count: 0
  – First-pass GRT wire length: 11500 um
  – Global Route Usage Sum: 24.5%
  – Total congestion overflow: 0
  – Vias in the first global route: 2437

Clock tree
  – TritonCTS clock tree: yes
  – Root buffer cell: clkbuf_8
  – CTS Hold Bufs: 0
  – Clk sinks: 32
  – Late-Pin Clk Latency: 0.29 ns
  – CTS Buf Count: 5
  – Resized cells post-CTS: 0
  – Post-CTS Setup Bufs: 0
  – Maximum buffer depth of the clock tree: 2
  – Clock Pin Slew Worst Setup and Hold Paths: 0.07 ns
  – H-tree depth: 2

Final layout
  – Layout cell share with drive strength beyond 1: 6.79%
  – Filler Cell Count: 445
  – Max reg flops: 32
  – Area growth from synthesis to layout: 25.4%

Floorplan
  – IO Count: 56
  – Rows: 26
  – Initial Utilization: 53.0%
  – Die Size: 0.00585 mm2
  – DIE WIDTH: 76.5 um
  – Die height: 76.5 um
  – Core area: 0.00524 mm2

Logic synthesis
  – Post-synth EDFFs: 0
  – Synth Register Bits: 32
  – Synthesized cell area: 0.00278 mm2
  – Ys async rst share: 100%
  – Dominant synthesized flop cell: dfrtp_1
  – Yosys stat chip area: 0.00278 mm2
  – YS warnings: 1
  – Post-synth seq share: 28.9%
  – Synthesized instance count: 330
  – Yosys cell types: 62
  – # Cells Yosys: 330
  – Synthesized area per cell: 8.41 um2

Setup path
  – Most frequent CP cell: clkdlybuf4s50_1
  – CP endpoint kind: primary output
  – CP peak stage delay: 0.82 ns
  – Critical-path cell list: clkdlybuf4s50_1, buf_4, and2_1, clkdlybuf4s50_1
  – Slowest CP cell: clkdlybuf4s50_1
  – Worst Path Buf+Inv: 3
  – WP data required: 12.48 ns
  – Worst setup SP type: input pin
  – Crit Path Max Fanout: 19
  – Crit Path Category: in -> out
  – Crit path DAT: 4.87 ns
  – Largest delay share family, worst path: buffers and inverters

Min path
  – Worst min path class: reg -> reg

Flow run
  – Tool warnings: 26
  – Max Cap Viol: 0

Outcome
  – Run status: complete, no violations

Place
  – GPL Wtd Cong: 0.867
  – Detailed placement HPWL: 4580 um
  – PortBufs: 55
==> per-layer routing <==
layer,GRT usage [%],wire length (um)
met5,0,0
met4,3.46,87
met3,3.16,260
met2,38.5,2880
met1,38.0,3340
==> layout make-up <==
class                   count  area [um2]  share of cell area [%]
well taps                  70        87.6                    2.52
repair buffers             59         581                    16.7
multi-input cells         277        1890                    54.4
clock buffers               6        82.6                    2.37
flip-flops and latches     32         801                    23.0
clock inverters             2        10.0                   0.288
inverters                   7        26.3                   0.755
==> cell families (layout without fill, tap and decap cells) <==
logic type / count (synthesis) / in the layout / share of synthesized area (%)
and+or+nand+nor: 140 / 140 / 27.6
AOI/OAI and AO/OA: 100 / 100 / 25.6
DFF: 32 / 32 / 28.9
adders and majority gates: 21 / 21 / 9.74
buffers and inverters: 21 / 74 / 2.93
xor gates and xnor gates: 11 / 11 / 3.47
muxes: 5 / 5 / 1.80
==> synth_stat cells, drive strengths merged, types with 2 or more instances <==
library cell / n / share of area (%)
a211o: 4 / 1.3
a211oi: 3 / 0.99
a21boi: 3 / 0.81
a21o: 3 / 0.81
a21oi: 21 / 3.8
a221oi: 2 / 0.86
a22o: 14 / 4.4
a31oi: 2 / 0.68
a32o: 2 / 0.72
and2: 32 / 7.2
and3: 4 / 0.90
clkbuf: 13 / 1.8
dfrtp: 32 / 29
ha: 20 / 9.0
inv: 7 / 0.95
mux2i: 5 / 1.8
nand2: 36 / 5.0
nand2b: 8 / 1.8
nand3: 11 / 2.2
nand4: 6 / 1.6
nand4b: 2 / 0.63
nor2: 17 / 2.3
nor2b: 3 / 0.68
nor3: 4 / 1.1
nor3b: 3 / 0.81
nor4: 2 / 0.45
o211ai: 6 / 1.6
o21a: 2 / 0.54
o21ai: 24 / 4.5
o21bai: 2 / 0.54
o311ai: 2 / 0.63
or2: 2 / 0.45
or3: 7 / 1.6
xnor2: 5 / 1.6
xor2: 6 / 1.9
==> through the flow <==
step	instances	hold WS [ns]	area [um2]	setup WS [ns]	utilization, %
3_5_place_dp	445	0.465	3390	7.61	64.7
5_1_grt	453	0.521	3480	7.47	66.5
6_report	453	0.476	3480	7.61	66.5
3_3_place_gp	445	0.461	3390	7.63	64.7
4_1_cts	453	0.477	3480	7.59	66.5
2_1_floorplan	330	0.437	2780	8.79	-
==> worst paths after layout <==
kind | from | endpoint | slack, ns | depth (start not counted)
worst min-delay path | buf_reg[31] | buf_reg[31] | 0.48 | 1
worst max register to register | buf_reg[0] | buf_reg[28] | 12.87 | 9
min in group asynchronous | rst_ni | buf_reg[9] | 3.24 | 2
worst max-delay path | accum_buf_read_en_i | accum_buf_output_o[14] | 7.61 | 4
worst min register to register | buf_reg[31] | buf_reg[31] | 0.48 | 1
max in group asynchronous | rst_ni | buf_reg[0] | 12.03 | 2
==> placed cells by master, fill, tap and decap left out, types with 7 or more instances in the layout <==
cell / Yosys / routed
a21oi_1: 21 / 21
nand2_1: 35 / 35
o21ai_1: 8 / 8
nand3_1: 10 / 10
o21ai_0: 15 / 15
nand2b_1: 8 / 8
ha_1: 20 / 20
clkdlybuf4s50_1: 0 / 55
and2_1: 32 / 32
dfrtp_1: 32 / 32
a22o_1: 14 / 14
nor2_1: 17 / 17
inv_1: 7 / 7
==> power groups by stage <==
stage,clock (W),combinational [W],sequential (W)
CTS,0.0000709,0.000292,0.000130
global route,0.0000741,0.000328,0.000135
finish,0.0000689,0.000292,0.000130
Power is estimated from default activity; no workload was simulated.
