### run.sh
#!/bin/bash
# OpenROAD 26Q1-2900-gdf79404cd8, Yosys 0.63+post, stock flow scripts
make -C /OpenROAD-flow-scripts/flow DESIGN_CONFIG=/design/flow/config.mk WORK_HOME=/design/flow/orfs finish
### config.mk
export PLATFORM = sky130hd
export DESIGN_NAME = parallel_encoder
export DESIGN_NICKNAME = parallel_encoder
export VERILOG_FILES = /design/flow/design.v
export SDC_FILE = /design/flow/constraint.sdc
export NUM_CORES = 4
export LEC_CHECK = 1
export CORE_AREA = 10 10 70 70
export DIE_AREA = 0 0 80 80
### constraint.sdc
current_design parallel_encoder

set clk_period 2.6
set clk_io_pct 0.2

create_clock -name clk0 -period $clk_period

set non_clock_inputs [all_inputs -no_clocks]
set_input_delay [expr $clk_period * $clk_io_pct] -clock clk0 $non_clock_inputs
set_output_delay [expr $clk_period * $clk_io_pct] -clock clk0 [all_outputs]
### design.v
module parallel_encoder (
    input logic                 clk_i,
    input logic                 rst_ni,
    input logic [7:0]           output_1_i,
    input logic [7:0]           output_2_i,
    output logic [6:0]          parallal_encoder_o
);
    logic [3:0] num_of_1b_1, num_of_1b_2;
    always_comb begin
        num_of_1b_1 = '0;
        case (output_1_i)
            8'b00000000 : num_of_1b_1 = 4'd0;
            8'b10000000 : num_of_1b_1 = 4'd1;
            8'b11000000 : num_of_1b_1 = 4'd2;
            8'b11100000 : num_of_1b_1 = 4'd3;
            8'b11110000 : num_of_1b_1 = 4'd4;
            8'b11111000 : num_of_1b_1 = 4'd5;
            8'b11111100 : num_of_1b_1 = 4'd6;
            8'b11111110 : num_of_1b_1 = 4'd7;
            8'b11111111 : num_of_1b_1 = 4'd8;
            default: num_of_1b_1 = '0;
        endcase
    end
    always_comb begin
        num_of_1b_2 = '0;
        case (output_2_i)
            8'b00000000 : num_of_1b_2 = 4'd0;
            8'b10000000 : num_of_1b_2 = 4'd1;
            8'b11000000 : num_of_1b_2 = 4'd2;
            8'b11100000 : num_of_1b_2 = 4'd3;
            8'b11110000 : num_of_1b_2 = 4'd4;
            8'b11111000 : num_of_1b_2 = 4'd5;
            8'b11111100 : num_of_1b_2 = 4'd6;
            8'b11111110 : num_of_1b_2 = 4'd7;
            8'b11111111 : num_of_1b_2 = 4'd8;
            default: num_of_1b_2 = '0;
        endcase
    end
    assign parallal_encoder_o = 8 * num_of_1b_1 + num_of_1b_2;
endmodule
==> flow_summary.html <==
<h2>Synthesis and place &amp; route</h2>
<table>
<tr><th>Metric</th><th>Value</th></tr>
<tr><th colspan="2">GRT</th></tr>
<tr><td>Number of antenna violations at the first check in global routing</td><td>0</td></tr>
<tr><td>First-pass GRT wire length</td><td>1.725 mm</td></tr>
<tr><td>Global-route layer with the greatest usage</td><td>met2</td></tr>
<tr><td>Global-route track usage on met2</td><td>0.06421</td></tr>
<tr><td>Global route total overflow</td><td>0</td></tr>
<tr><td>Maximum number of pins on one net before global-route repair</td><td>6</td></tr>
<tr><td>Number of global-route vias before repair</td><td>409</td></tr>
<tr><td>Total track usage</td><td>0.03140</td></tr>
<tr><td>Met3 layer usage reported by global route</td><td>0.005682</td></tr>
<tr><td>Fraction of met1 tracks used by global routing</td><td>0.03362</td></tr>
<tr><th colspan="2">Layout</th></tr>
<tr><td>Layout cells sized above 1</td><td>0.3467</td></tr>
<tr><td>Post-route standard cell area excluding fillers</td><td>666.9 sq um</td></tr>
<tr><td>Utilization after layout</td><td>0.1952</td></tr>
<tr><td>Clkbuf count</td><td>0</td></tr>
<tr><td>Number of flip-flops and latches</td><td>0</td></tr>
<tr><td>Sequential cell area</td><td>0 sq um</td></tr>
<tr><td>Number of fill cells</td><td>380</td></tr>
<tr><td>Layout Area Growth over Synthesis</td><td>157.5%</td></tr>
<tr><td>Area of the multi-input gates</td><td>274.0 sq um</td></tr>
<tr><th colspan="2">Critical path</th></tr>
<tr><td>Critical Setup Path Class</td><td>input pin to output port</td></tr>
<tr><td>Largest fanout on the critical path</td><td>3</td></tr>
<tr><td>Arrival time of data at the critical path endpoint</td><td>2030 ps</td></tr>
<tr><td>Worst EP required</td><td>2080 ps</td></tr>
<tr><td>Nature of the critical path endpoint</td><td>output port</td></tr>
<tr><td>Element type at the critical path start</td><td>input pin</td></tr>
<tr><th colspan="2">Power and ir drop</th></tr>
<tr><td>Pwr Total</td><td>68.55 uW</td></tr>
<tr><td>Comb pwr share</td><td>1.000</td></tr>
<tr><td>Switch Pwr</td><td>25.78 uW</td></tr>
<tr><td>Power share of the clock group</td><td>0</td></tr>
<tr><td>Switching share of power</td><td>0.3760</td></tr>
<tr><td>Reported leakage power</td><td>0.0002762 uW</td></tr>
<tr><td>Seq pwr share</td><td>0</td></tr>
<tr><td>Internal power</td><td>42.78 uW</td></tr>
<tr><td>Power per standard cell area</td><td>102.8 nW/um^2</td></tr>
<tr><td>Max rail drop VDD</td><td>18.89 uV</td></tr>
<tr><th colspan="2">Synth</th></tr>
<tr><td>Yosys stat cell total</td><td>36</td></tr>
<tr><td>Synth Cell Area</td><td>259.0 sq um</td></tr>
<tr><td>Chip area in the Yosys report</td><td>259.0 sq um</td></tr>
<tr><td>Seq share, synth</td><td>0</td></tr>
<tr><td>Cells after synthesis</td><td>36</td></tr>
<tr><td>Cell Type Count</td><td>20</td></tr>
<tr><td>Syn avg cell area</td><td>7.194 sq um</td></tr>
<tr><td>Yosys warns</td><td>1</td></tr>
<tr><th colspan="2">Status</th></tr>
<tr><td>Result of the run</td><td>complete, no violations</td></tr>
<tr><th colspan="2">Worst hold path</th></tr>
<tr><td>Cells on Worst Hold Path</td><td>5</td></tr>
<tr><td>Worst hold path endpoint</td><td>parallal_encoder_o[6]</td></tr>
<tr><td>Worst Hold Launch</td><td>output_1_i[4]</td></tr>
<tr><td>Classification of the worst-slack hold path</td><td>input pin to output port</td></tr>
<tr><th colspan="2">Routing</th></tr>
<tr><td>Via total after detailed routing</td><td>419</td></tr>
<tr><td>Antenna viol nets, final</td><td>0</td></tr>
<tr><td>Detailed Route Iter0 Violations</td><td>7</td></tr>
<tr><td>Final routed wirelength across all metal layers</td><td>1.107 mm</td></tr>
<tr><td>Routed wire per std cell</td><td>9.149 microns</td></tr>
<tr><td>Count of TritonRoute iterations in the first routing pass</td><td>4</td></tr>
<tr><td>Diode count</td><td>0</td></tr>
<tr><td>Via count normalized by instance count</td><td>3.463</td></tr>
<tr><td>Post-route DRC</td><td>0</td></tr>
<tr><th colspan="2">Timing</th></tr>
<tr><td>Min Tclk post-route</td><td>2549 ps</td></tr>
<tr><td>Pin slew with the least headroom to its limit</td><td>254.6 ps</td></tr>
<tr><td>Max transition margin</td><td>0.8290</td></tr>
<tr><td>Min setup slack post-route</td><td>51.09 ps</td></tr>
<tr><td>Total setup violations reported at the end of the flow</td><td>0</td></tr>
<tr><td>Max-slew violations</td><td>0</td></tr>
<tr><td>Final hold violation count</td><td>0</td></tr>
<tr><td>Final clock period utilization by the worst path</td><td>0.9803</td></tr>
<tr><td>RSZ-0062 raised after global routing</td><td>true</td></tr>
<tr><td>Max Clock Freq</td><td>0.3923 GHz</td></tr>
<tr><th colspan="2">Floorplan</th></tr>
<tr><td>Num ports</td><td>25</td></tr>
<tr><td>Initial Utilization</td><td>0.07582</td></tr>
<tr><td>Die Y</td><td>80 microns</td></tr>
<tr><td>Chip Footprint</td><td>6400 sq um</td></tr>
<tr><td>X dimension of the die</td><td>80 microns</td></tr>
<tr><td>Placement Rows</td><td>21</td></tr>
<tr><td>Core ar.</td><td>3416 sq um</td></tr>
<tr><th colspan="2">Place</th></tr>
<tr><td>Final weighted congestion in routability-driven placement</td><td>0.7708</td></tr>
<tr><td>Setup slack after placement</td><td>-511.3 ps</td></tr>
<tr><td>Half-perimeter wire length of the detailed placement result</td><td>1.025 mm</td></tr>
<tr><td>DP Area</td><td>659.4 sq um</td></tr>
<tr><td>Number of input and output port buffers inserted</td><td>23</td></tr>
<tr><th colspan="2">Run</th></tr>
<tr><td>Log Warnings</td><td>36</td></tr>
<tr><td>Number of maximum-capacitance violations</td><td>0</td></tr>
<tr><th colspan="2">Clock tree</th></tr>
<tr><td>Post-CTS Hold Buffers</td><td>0</td></tr>
</table>
-- cell families (layout without fill, tap and decap cells) --
family	count (synthesis)	in the layout	share of synthesized area
simple gates	22	22	0.5266
compound gates	8	8	0.2415
xor+xnor	4	4	0.1353
fa+ha+maj	2	2	0.09660
buf+inv	0	39	0
-- placed cells by master (no fill, tap or decap), drive strengths merged, types with 3 or more instances in the layout --
master	netlist	final
nand4	4	4
dlygate4sd2	0	5
nor2	7	7
xnor2	3	3
clkdlybuf4s50	0	13
buf	0	17
-- Yosys cell counts --
library cell	n	area (sq um)
nor3_1	1	5.000
a31oi_1	1	6.260
a21oi_1	2	10.01
o21ai_0	1	5.000
and4b_1	1	10.01
or2_1	1	6.260
ha_1	2	25.02
nand3_1	2	10.01
nor2_1	7	26.28
a32o_1	2	20.02
xnor2_1	3	26.28
nand3b_1	1	7.510
nor4_4	1	21.27
o2111ai_1	1	8.760
and4_2	1	10.01
a211oi_2	1	12.51
and2b_1	1	7.510
xor2_1	1	8.760
nand4_1	4	25.02
nand2_1	2	7.510
-- worst max-delay path by stage --
| stage | slack (ps) | depth (start not counted) | to | from |
|---|---|---|---|---|
| 6_report | 50 | 5 | parallal_encoder_o[1] | output_2_i[5] |
| 5_1_grt | -60 | 5 | parallal_encoder_o[0] | output_2_i[5] |
| 4_1_cts | -9 | 8 | parallal_encoder_o[5] | output_1_i[7] |
-- critical path, stage by stage --
cell,delay [ps]
clkdlybuf4s50_1,490
nand4_1,180
nor2_1,180
a32o_1,180
clkdlybuf4s50_1,470
-- metal layers --
metal / vias to the layer above / wire (microns)
met5: - / 0
met4: 0 / 0
met3: 0 / 43
met2: 3 / 655
met1: 191 / 408
li1: 225 / -
-- layout make-up --
class / instances / share of cell area
Timing Repair Buffer: 39 / 0.5028
Multi-Input combinational cell: 36 / 0.4109
Tap cell: 46 / 0.08630
-- repair_timing --
item | in CTS | in global routing
buffers inserted | 1 | 0
pin swaps | 3 | 8
endpoints found under the setup margin | 4 | 5
resized | 13 | 11
-- through the flow --
| step | hold WS (ps) | setup TNS [ps] | cells |
|---|---|---|---|
| 5_1_grt | 1539 | -192.3 | 121 |
| 4_1_cts | 1669 | -9.404 | 121 |
| 2_1_floorplan | 1056 | 0 | 36 |
| 6_report | 1513 | 0 | 121 |
| 3_3_place_gp | 2066 | -1627 | 120 |
| 3_5_place_dp | 2060 | -1621 | 120 |
-- power by group through the flow --
stage	Clock (uW)	Combinational (uW)	Sequential [uW]
after CTS	0	66.9	0
after global routing	0	74.6	0
final	0	68.6	0
Power and IR drop assume default switching activity.
